`design/flow/design.v`:
```
module APB2TIMER
(
	input wire			 PSEL,
	input wire			 PCLK,
	input wire			 PRESETn,
	input wire			 PENABLE,
	input wire			 PWRITE,
	input wire  [31:0] 	 PADDR,
	input wire  [31:0] 	 PWDATA,
	output reg  [31:0] 	 PRDATA,
	output wire 		 TIM_IRQ
);
reg [31:0]	TIM_SR;
reg [31:0]	TIM_PSC;
reg [31:0]	TIM_ARR;
reg [31:0]	TIM_CR;
wire[ 1:0]	mode;
wire[ 3:0]	psc;
wire[15:0] 	arr;
wire 		start;
wire 		irq_en;
wire[15:0] 	tim_cnt;
always@(posedge PCLK or negedge PRESETn)
begin
	if(!PRESETn)
		begin
			TIM_SR[15:1] <= 15'b0;
			TIM_PSC <= 32'b0;
			TIM_ARR <= 32'b0;
			TIM_CR  <= 32'b0;
		end
	else if(PSEL & PWRITE & PENABLE)
		begin
			case(PADDR[3:0])
				4'h4:TIM_PSC <= PWDATA;
				4'h8:TIM_ARR <= PWDATA;
				4'hc:TIM_CR  <= PWDATA;
				default:;
			endcase
		end
end
always@(posedge PCLK or negedge PRESETn)
begin
	if(!PRESETn)
		PRDATA <= 32'b0; 
	else if(PSEL & !PWRITE & !PENABLE)
		begin
			case(PADDR[3:0])
				4'h0:PRDATA <= TIM_SR ;
				4'h4:PRDATA <= TIM_PSC;
				4'h8:PRDATA <= TIM_ARR;
				4'hc:PRDATA <= TIM_CR ;
				default:;		
			endcase
		end
	else
		PRDATA <= PRDATA;
end
timer top
(
	.CLK       ( PCLK    ),
	.rst_n     ( PRESETn ),                        
	.start     ( start   ),
	.irq_en    ( irq_en  ),
	.mode      ( mode    ),
	.psc       ( psc     ),
	.arr       ( arr     ),
	.tim_cnt   ( tim_cnt ),
	.tim_irq   ( TIM_IRQ )
);
assign start   = TIM_CR[0];
assign irq_en  = TIM_CR[1];
assign mode    = TIM_CR[3:2];
assign psc 	   = TIM_PSC[3:0];
assign arr     = TIM_ARR[15:0];
always@(*)
begin
	TIM_SR[31:16] = tim_cnt;
	if(TIM_IRQ)
		TIM_SR[0] = 1'b1;
	else
		TIM_SR[0] = 1'b0;
end
endmodule
module prescale
(
	input wire 		clk_in,
	input wire 		rst_n,
	input wire[7:0] psc,
	output reg 		clk_out
);
reg[7:0]	cnt;
always@(posedge clk_in or negedge rst_n)
begin
	if(!rst_n)
	begin
		cnt <= 8'b0;
		clk_out <= 1'b0;
	end
	else if(cnt == (psc/2-1))
	begin
		cnt <= 8'b0;
		clk_out <= ~clk_out;
	end
	else
		cnt <= cnt + 1'b1;
end
endmodule
module timer
(
	input wire 			CLK,
	input wire 			rst_n,
	input wire[ 7:0]	psc,
	input wire[15:0] 	arr,
	input wire[ 1:0]	mode,
	input wire 			irq_en,
	input wire 			start,
	output reg[15:0] 	tim_cnt,
	output reg 		 	tim_irq
);
wire clk;
reg[15:0] value;
reg[15:0] reload;
always@*
begin
	case(mode)
		2'b00:  begin value = 16'd0; reload = 16'd0;end
		2'b01:  begin value = arr ;  reload = arr  ;end
		default:begin value = 16'd0; reload = 16'd0;end
	endcase
end
always@(posedge clk or negedge rst_n)
begin
	if(!rst_n)
		tim_cnt <= 16'd0;
	else if(start)
	begin
		if(tim_cnt == 16'hffff)
			tim_cnt <= reload;
		else
			tim_cnt <= tim_cnt + 1'b1;
	end
	else 
		tim_cnt <= value;
end
always@(posedge clk or negedge rst_n)
begin
	if(!rst_n)
		tim_irq <= 1'b0;
	else if(tim_cnt == 16'hffff && irq_en == 1'b1)
		tim_irq <= 1'b1;
	else
		tim_irq <= 1'b0;
end
 prescale psc_inst
(
	.clk_in     ( CLK    ),
	.rst_n		( rst_n	 ),
	.psc        ( psc    ),
	.clk_out	( clk	 )
);
endmodule
```
`design/flow/constraint.sdc`:
```
current_design APB2TIMER

set clk_period 2.5
set clk_io_pct 0.2

create_clock -name clk0 -period $clk_period [get_ports {PCLK}]

set non_clock_inputs [all_inputs -no_clocks]
set_input_delay [expr $clk_period * $clk_io_pct] -clock clk0 $non_clock_inputs
set_output_delay [expr $clk_period * $clk_io_pct] -clock clk0 [all_outputs]
```
`design/flow/run.sh`:
```
#!/bin/bash
# OpenROAD 26Q1-2900-gdf79404cd8, Yosys 0.63+post, stock flow scripts
make -C /OpenROAD-flow-scripts/flow DESIGN_CONFIG=/design/flow/config.mk WORK_HOME=/design/flow/orfs finish
```
`design/flow/config.mk`:
```
export PLATFORM = sky130hd
export DESIGN_NAME = APB2TIMER
export DESIGN_NICKNAME = APB2TIMER
export VERILOG_FILES = /design/flow/design.v
export SDC_FILE = /design/flow/constraint.sdc
export NUM_CORES = 4
export LEC_CHECK = 1
export CORE_UTILIZATION = 50
```
==> flow_summary.ini <==
; synthesis and place-and-route metrics
[synth]
top_area_share_pct = 55.3
ys.flops = 154
synth.most_common_cell = dfrtp_1
yosysChipArea_um2 = 6970
synth.distinct_cells = 40
ys_cells = 567
ys_warn_count = 4
edf_count = 0
topCellsByArea = dfrtp_1, mux2_2, nor2_1
avgSynthCellArea_um2 = 12.3
synth.cells.most_frequent = dfrtp_1, mux2_2, nor2_1
netlist_instances = 567
syn-cell-area_um2 = 6970
synthArstFlopShare_pct = 100
synth_area_leader_cell = dfrtp_1
ys_seq_share_pct = 55.3
dominantRegCellSynth = dfrtp_1

[power_and_ir_drop]
p_seq_share_pct = 46.0
p_sw_mw = 1.62
powerDensity_nw_per_um2 = 768
p_int_mw = 5.04
swShare_pct = 24.4
p_clk_share_pct = 38.3
ir_worst_vdd_uv = 697
combPwrFrac_pct = 15.8
leakage_nw = 3.90

[timing]
rsz0062_at_grt = false
finalSetupTns_ps = 0
fmaxAchievable_mhz = 500
unclocked_pins = 17
tightest_slew_ps = 576
period_minus_slack_ps = 2000
setup_viol = 0
finClkSkew_ps = 4.79
hold_ws_ps = 43.4
final_max_slew_viol_count = 0
hold_viol = 0
finalCritPeriodShare_pct = 80.0
untimed_endpoints = 18
relSlewSlack_pct = 61.5

[global_routing]
antenna_found_initial = 0
grt_pass1_wl_mm = 25.8
grt_max_degree = 56
grt_usage_pct = 24.3
grt_overflow_total = 0
grt_pass1_vias = 4889

[final_layout]
synthToLayoutAreaGrowth_pct = 24.5
drive_gt1_share_pct = 26.5

[route]
routed_wl_mm = 15.4
ant_nets = 0
drt_iter0_markers = 195
antenna_cells = 0
avgRoutedWirePerCell_um = 18.4
firstDrtPassIters = 4
num_vias = 4750
viasPerCell = 5.65
drc = 0

[worst_setup_path]
worst_r2r_startpoint = TIM_PSC[1]
cp-start-kind = primary input
worstPathRequired_ps = 2790
reg2reg_depth = 6
startpoint = PADDR[3]
cp_data_arrival_time_ps = 2290
end_kind = flip-flop
critPathKind = in2reg
cp_max_fo = 18

[run]
warning_count = 54
drv_cap = 0

[place]
place_hpwl_mm = 10.5
gp_routability_congestion = 0.881
portBuffers = 73

[die]
fp_util_pct = 52.0
dieArea_um2 = 14400
fp-row-count = 42
core_um2 = 13400
ioPinCount = 102
die_h_um = 120
die_w_um = 120

[clock_tree]
post_cts_resized = 0
post_cts_buffers = 0
clockBufferDepth = 2
htree_levels = 4
cts.clk_slew.worst_paths_ps = 60
worstSkewPairLatency_ps = 410
cts_hold_buf = 0
cts_tree = done
cts-root-buf = clkbuf_16
numCtsBuffers = 17

[hold_path]
min_path_type = in2async

[outcome]
status = finished clean
## cells in the final DEF, fill, tap and decap left out, types with 13 or more instances in the layout
master and n:
mux2_2 104, clkdlybuf4s50_1 71, nand2_1 26, dfrtp_1 154, mux2i_1 18, o211ai_1 13, buf_4 14, a21oi_1 31
nand3_1 22, xnor2_1 14, nor2_1 54, a221oi_1 15, clkbuf_16 17
## cell families (layout without fill, tap and decap cells)
kind of cell               after synthesis  in the layout  synth area share [%]
AOI/OAI and AO/OA                       88             88                  8.80
adders and majority gates                3              3                 0.539
and+or+nand+nor                        132            132                  9.37
DFF                                    154            154                  55.3
muxes                                  127            127                  20.2
xor gates and xnor gates                24             24                  3.02
buffers and inverters                   39            136                  2.80
## power by group through the flow
stage / clock network, mW / registers, mW / logic, mW
CTS: 2.60 / 3.07 / 1.07
global route: 2.71 / 3.13 / 1.17
finish: 2.55 / 3.06 / 1.05
## stage by stage
step / area, um2 / instances / util (%) / worst slack, ps / total power [mW]
floorplan: 6970 / 567 / - / 690 / 3.59
global placement: 8060 / 808 / 60.1 / 119 / 4.12
detailed placement: 8060 / 808 / 60.1 / 83.2 / 4.16
CTS: 8680 / 840 / 64.7 / 524 / 6.74
global route: 8680 / 840 / 64.7 / 388 / 7.01
finish: 8680 / 840 / 64.7 / 501 / 6.66
## final cells by class
class	instances	area, um2
clock buffers	21	470
clock inverters	11	145
fillers	1002	4720
inverters	7	26.3
multi-input cells	374	2930
flip-flops and latches	154	3850
well taps	176	220
repair buffers	97	1030
## path summary, 6_finish.rpt
path                                   endpoint  slack (ps)
max in group asynchronous           TIM_ARR[12]        1760
setup reg to reg           top.psc_inst.clk_out         680
min in group clk0           top.psc_inst.cnt[7]         480
hold reg to reg             top.psc_inst.cnt[7]         480
setup / recovery                    TIM_ARR[13]         500
hold / removal                        PRDATA[8]          40
## metal layers
| metal | part of all wire (%) | global-route usage [%] | vias to the layer above |
|---|---|---|---|
| li1 | - | - | 2218 |
| met4 | 0.59 | 2.42 | 0 |
| met2 | 47 | 36.6 | 122 |
| met5 | 0 | 0 | - |
| met1 | 47 | 39.0 | 2403 |
| met3 | 5.7 | 5.83 | 7 |
## state kept, by name, indices dropped and copies added (netlist names)
name	cells
PRDATA	32
TIM_ARR	32
TIM_CR	32
TIM_PSC	32
top.tim_cnt	16
top.psc_inst.cnt	8
top.psc_inst.clk_out	1
top.tim_irq	1
## worst max-delay path, stage by stage
cell and delay (ps):
clkdlybuf4s50_1 600, nor3b_4 300, nand2_1 100, nor2_2 210, buf_12 210, mux2_2 350
Power is estimated from default activity; no workload was simulated.
