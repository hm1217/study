$ cat /design/flow/design.v
module spi_fifo
#(parameter WIDTH = 5)
(
	input  wire 		clk,
	input  wire 		rst_n,
	input  wire 		wr,
	input  wire 		rd,
	input  wire[7:0] 	wrdata,
	output reg [7:0]	rddata,
	output wire 		empty,
	output wire 		full	
);
reg[7:0] buffer[0:(2 ** WIDTH - 1)];
reg[WIDTH-1:0]		wr_ptr,rd_ptr;
reg[WIDTH  :0]		count;
always@(posedge clk or negedge rst_n)
begin
	if(!rst_n)begin
		wr_ptr <= {WIDTH{1'b0}};
		rd_ptr <= {WIDTH{1'b0}};
		count  <= {WIDTH{1'b0}};
	end
	else begin
		if(wr && !full)begin
			buffer[wr_ptr] <= wrdata;
			wr_ptr <= wr_ptr + 1'b1;
			count  <= count + 1'b1;
		end
		if(rd && !empty)begin
			rddata <= buffer[rd_ptr];
			buffer[rd_ptr] <= 8'h0;
			rd_ptr <= rd_ptr + 1'b1;
			count  <= count - 1'b1;
		end
	end
end
assign empty = (count == {1'b0,{WIDTH{1'b0}}})?1'b1:1'b0;
assign full  = (count == {1'b1,{WIDTH{1'b0}}})?1'b1:1'b0;
endmodule
$ cat /design/flow/run.sh
#!/bin/bash
# OpenROAD 26Q1-2900-gdf79404cd8, Yosys 0.63+post, stock flow scripts
make -C /OpenROAD-flow-scripts/flow DESIGN_CONFIG=/design/flow/config.mk WORK_HOME=/design/flow/orfs finish
$ cat /design/flow/config.mk
export PLATFORM = sky130hd
export DESIGN_NAME = spi_fifo
export DESIGN_NICKNAME = spi_fifo
export VERILOG_FILES = /design/flow/design.v
export SDC_FILE = /design/flow/constraint.sdc
export NUM_CORES = 4
export LEC_CHECK = 1
export CORE_UTILIZATION = 30
$ cat /design/flow/constraint.sdc
current_design spi_fifo

set clk_period 4.8
set clk_io_pct 0.2

create_clock -name clk0 -period $clk_period [get_ports {clk}]

set non_clock_inputs [all_inputs -no_clocks]
set_input_delay [expr $clk_period * $clk_io_pct] -clock clk0 $non_clock_inputs
set_output_delay [expr $clk_period * $clk_io_pct] -clock clk0 [all_outputs]
==> impl_table.tex <==
% Implementation results table
\begin{tabular}{lr}
\hline
Metric & Value \\
\hline
\multicolumn{2}{l}{\textbf{Floorplan}} \\
Number of top-level pins & 22 \\
Core region area & 0.05151 mm\^{}2 \\
Die Y & 230.7 um \\
Horizontal die dimension & 230.7 um \\
Placement Rows & approximately 83 \\
Chip area & 0.05322 mm\^{}2 \\
Floorplan core density & 30.46\% \\
\multicolumn{2}{l}{\textbf{Logic synthesis}} \\
Most used DFF post-synth & sky130\_fd\_sc\_hd\_\_edfxtp\_1 \\
Post-Syn Area & 0.01569 mm\^{}2 \\
Cell types occupying the most area after synthesis & sky130\_fd\_sc\_hd\_\_edfxtp\_1 51\%, sky130\_fd\_sc\_hd\_\_mux2i\_1 19\%, sky130\_fd\_sc\_hd\_\_nor2\_1 6.5\%, sky130\_fd\_sc\_hd\_\_dfrtp\_1 2.6\%, sky130\_fd\_sc\_hd\_\_ha\_1 1.3\% \\
Most common library cells after synthesis & 305 x sky130\_fd\_sc\_hd\_\_mux2i\_1, 272 x sky130\_fd\_sc\_hd\_\_nor2\_1, 264 x sky130\_fd\_sc\_hd\_\_edfxtp\_1 \\
Yosys reg bits & 280 \\
Area share of the largest cell type after synthesis & 50.53\% \\
Register share after synthesis & between 50\% and 60\% \\
Number of flops mapped to enable cells by yosys & around 260 \\
Yosys stat cell total & 1,327 \\
Unique cell type count in the Yosys netlist & 70 \\
Syn. warnings & 2 \\
Dominant cell type by area after synthesis & sky130\_fd\_sc\_hd\_\_edfxtp\_1 \\
Cell count after synthesis & 1,327 \\
Yosys-reported design area after synthesis & 0.01569 mm\^{}2 \\
Ys async rst share & 5.714\% \\
Most common cell in the netlist & sky130\_fd\_sc\_hd\_\_mux2i\_1 \\
Mean cell area of the mapped netlist & 11.82 um\^{}2 \\
\multicolumn{2}{l}{\textbf{Finish}} \\
Area taken by multi-input logic gates & 0.006838 mm\^{}2 \\
Area growth from synthesis to layout & 13.79\% \\
Cell area after layout & 0.01785 mm\^{}2 \\
Fraction of layout cells with a size suffix above 1 & between 10 and 15\% \\
Sequential standard cell area & between 0.008 and 0.009 mm\^{}2 \\
Number of fill cells & 5,023 \\
\multicolumn{2}{l}{\textbf{Timing}} \\
Tightest Pin Transition & 1.031 ns \\
Worst Skew & 0.02974 ns \\
Worst slew margin & 30.72\% \\
Final-report setup violation count & 0 \\
Setup repair after global routing missed its margin & false \\
Final TNS setup & 0 ns \\
Upper clock frequency limit & 0.2538 GHz \\
Hold slack & between 0.5 and 0.6 ns \\
Final worst setup slack & 0.8603 ns \\
Max-slew violation count & 0 \\
Post-route clock period utilization & a little over 80\% \\
Number of hold-slack violations in the final timing report & 0 \\
Tmin final & 3.940 ns \\
\multicolumn{2}{l}{\textbf{Power}} \\
Largest voltage drop on the vdd net & 0.0002840 V \\
Power Dens Cells & 535.1 mW/mm\^{}2 \\
Leakage power total & $\sim$7.5 nW \\
Tot Pwr & 9.552 mW \\
\multicolumn{2}{l}{\textbf{Global route}} \\
Antenna violations before repair & 0 \\
Met2 Track Usage GR & 29.55\% \\
Total congestion overflow & 0 \\
Vias in the first global route & 11,430 \\
Pin count of the biggest net entering global routing & 70 \\
Routing layer with the top usage in global route & met2 \\
Met3 Track Usage GR & 8.993\% \\
GR Util All Layers & between 20\% and 30\% \\
Global-route track usage on met1 & 29.35\% \\
First-pass GRT wire length & between 70,000 and 80,000 um \\
\multicolumn{2}{l}{\textbf{Setup path}} \\
Highest fanout seen on the critical path & 11 \\
Worst r2r src & rd\_ptr[4] \\
Worst setup path startpoint & count[1] \\
Kind of capture point of the worst setup path & output pin \\
Crit path kind & register to output pin \\
Timing endpoint of the critical path & full \\
Required @ worst endpoint & 3.84 ns \\
Setup slack, reg-to-reg & 1.37 ns \\
R2R depth & 8 \\
CP Launch Type & register \\
Endpoint arrival time on the critical path & 2.98 ns \\
Destination of the worst register-to-register timing path & rddata[0] \\
\multicolumn{2}{l}{\textbf{Clocking}} \\
Source-to-sink clock delay at the later pin of the worst-skew pair & roughly 0.55 ns \\
Clock Tree Buf Depth & 3 \\
CTS sink count & 280 \\
Count of hold buffers inserted by post-cts repair & 0 \\
Resize count post-CTS & 0 \\
Number of post-CTS setup repair buffers & 0 \\
Clock-pin slew on the worst setup and hold paths & about 0.060 ns \\
Maximum level of the CTS H-tree & 2 \\
Root buf cell & sky130\_fd\_sc\_hd\_\_clkbuf\_16 \\
TritonCTS clock tree & built \\
Number of buffers created by CTS & 34 \\
\multicolumn{2}{l}{\textbf{Outcome}} \\
Run status & finished, final reports clean \\
\multicolumn{2}{l}{\textbf{Drt}} \\
Number of detailed-routing iterations run before antenna repair & 8 \\
DRT iter0 DRCs & $\sim$900 \\
Via count normalized by instance count & 5.567 \\
Remaining routing DRC violations & 0 \\
DRT Wirelength & 52,250 um \\
Vias & 11,450 \\
Routed wire length per instance & 25.40 um \\
Number of antenna repair diodes & 0 \\
Final antenna-violating net count & 0 \\
\multicolumn{2}{l}{\textbf{Flow run}} \\
Max-capacitance violation count & 0 \\
Number of warning messages in the logs & 33 \\
\multicolumn{2}{l}{\textbf{Place}} \\
Routability Congestion & 0.9949 \\
PortBufs & 21 \\
Post-detailed-placement half-perimeter wirelength & $\sim$35,000 um \\
Worst setup slack before clock tree synthesis & roughly 1.3 ns \\
Area after detailed placement & between 0.015 and 0.02 mm\^{}2 \\
\multicolumn{2}{l}{\textbf{Min path}} \\
Min-Delay Path Class & register to register \\
Min-Delay Startpoint & count[3] \\
\hline
\end{tabular}
## worst max-delay path, cell delays in order (launching register included)
cell and delay [ns]:
sky130_fd_sc_hd__dfrtp_1 0.41, sky130_fd_sc_hd__or4_4 0.57, sky130_fd_sc_hd__or3_1 0.49, sky130_fd_sc_hd__inv_2 0.39
sky130_fd_sc_hd__clkdlybuf4s50_1 0.59
## sequential cells by signal, summed over array words and instances, names as in the netlist
signal and count:
buffer 256, count 6, rd_ptr 5, rddata 8, wr_ptr 5
## report_power, final
part	total, mW	switching, mW	internal [mW]
logic	3.30	2.11	1.19
clock network	2.63	1.05	1.59
registers	3.62	0.377	3.24
## stage by stage
| stage | utilization, % | instances |
|---|---|---|
| final | 34.66 | 2057 |
| after global placement | 32.50 | 1997 |
| after floorplan | - | 1327 |
| after CTS | 34.66 | 2057 |
| after detailed placement | 32.50 | 1997 |
| after global routing | 34.66 | 2057 |
## metal layers
layer	share of wire (%)	up-vias	wire length, um
li1	-	5042	-
met1	41	5735	21370
met2	43	557	22650
met3	12	117	6111
met4	4.0	0	2116
met5	0	-	0
## how the worst min path moves through the flow
stage	slack, ns	to	depth (start not counted)
after global routing	0.61	buffer[10][0]	2
final	0.57	count[3]	2
after CTS	0.58	count[3]	2
## placed cells by master (no fill, tap or decap), drive strengths merged, types with 7 or more instances in the layout
cell type and count:
a2111o 7, a21oi 31, a221oi 7, a22o 14
a22oi 20, a32oi 9, and2 11, buf 60
clkbuf 45, clkdlybuf4s50 20, clkinv 7, dfrtp 16
edfxtp 264, ha 16, inv 19, mux2i 305
nand2 35, nand2b 9, nand3 15, nand4 18
nor2 272, nor2b 14, nor3 32, nor4 8
o211ai 7, o21ai 14, o22ai 8, xnor2 9
## layout make-up
cell class	instances	area share (%)
flip-flops and latches	280	46.67
multi-input cells	941	38.30
clock inverters	15	1.241
repair buffers	80	3.687
inverters	16	0.3364
clock buffers	45	4.997
well taps	680	4.766
## cells by family (layout without fill, tap and decap cells)
| family | after synthesis | after routing | synth area share [%] |
|---|---|---|---|
| fa+ha+maj | 17 | 17 | 1.404 |
| compound gates | 164 | 164 | 7.856 |
| flops | 280 | 280 | 53.08 |
| xor+xnor | 11 | 11 | 0.6141 |
| buf+inv | 106 | 156 | 3.334 |
| mux | 311 | 311 | 19.89 |
| simple gates | 438 | 438 | 13.82 |
No activity file was given, so power comes from the tool's default toggle rates.
